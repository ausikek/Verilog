### ./run.sh
#!/bin/bash
# OpenROAD 26Q1-2900-gdf79404cd8, Yosys 0.63+post, stock flow scripts
make -C /OpenROAD-flow-scripts/flow DESIGN_CONFIG=/design/flow/config.mk WORK_HOME=/design/flow/orfs finish
### ./config.mk
export PLATFORM = sky130hd
export DESIGN_NAME = ALU
export DESIGN_NICKNAME = ALU
export VERILOG_FILES = /design/flow/design.v
export SDC_FILE = /design/flow/constraint.sdc
export NUM_CORES = 4
export LEC_CHECK = 1
export CORE_AREA = 10 10 99 99
export DIE_AREA = 0 0 109 109
### ./constraint.sdc
current_design ALU

set clk_period 7.5
set clk_io_pct 0.2

create_clock -name clk0 -period $clk_period

set non_clock_inputs [all_inputs -no_clocks]
set_input_delay [expr $clk_period * $clk_io_pct] -clock clk0 $non_clock_inputs
set_output_delay [expr $clk_period * $clk_io_pct] -clock clk0 [all_outputs]
### ./design.v
`timescale 1ns/1ps
`timescale 1ns/1ps
`timescale 1ns/1ps
module AND(
    output wire F,
    input wire A, B
    );
    wire X;
    nand nand_gate1(X, A, B);
    nand nand_gate2(F, X, X);
endmodule
module OR(
    output wire F,
    input wire A,B
    );
    wire X;
    wire Y;
    nand nand_gate1(X, A, A);
    nand nand_gate2(Y, B, B);
    nand nand_gate3(F, X, Y);
endmodule
module XOR(
    output wire F,
    input wire A, B
    );
    wire X;
    wire Y;
    wire Z;
    nand nand_gate1(X, A, B);
    nand nand_gate2(Y, A, X);
    nand nand_gate3(Z, B, X);
    nand nand_gate4(F, Y, Z);
endmodule
module NOT(
    output wire F,
    input wire A
    );
    nand nand_gate1 (F, A, A);
endmodule
module AND8 (
    output wire [7:0] F,
    input wire [7:0] A, B
    );
    AND AND0 (F[0], A[0], B[0]);
    AND AND1 (F[1], A[1], B[1]);
    AND AND2 (F[2], A[2], B[2]);
    AND AND3 (F[3], A[3], B[3]);
    AND AND4 (F[4], A[4], B[4]);
    AND AND5 (F[5], A[5], B[5]);
    AND AND6 (F[6], A[6], B[6]);
    AND AND7 (F[7], A[7], B[7]);
endmodule
module OR8 (
    output wire [7:0] F,
    input wire [7:0] A, B
    );
    OR OR0 (F[0], A[0], B[0]);
    OR OR1 (F[1], A[1], B[1]);
    OR OR2 (F[2], A[2], B[2]);
    OR OR3 (F[3], A[3], B[3]);
    OR OR4 (F[4], A[4], B[4]);
    OR OR5 (F[5], A[5], B[5]);
    OR OR6 (F[6], A[6], B[6]);
    OR OR7 (F[7], A[7], B[7]);
endmodule
module XOR8 (
    output wire [7:0] F,
    input wire [7:0] A, B
    );
    XOR XOR0 (F[0], A[0], B[0]);
    XOR XOR1 (F[1], A[1], B[1]);
    XOR XOR2 (F[2], A[2], B[2]);
    XOR XOR3 (F[3], A[3], B[3]);
    XOR XOR4 (F[4], A[4], B[4]);
    XOR XOR5 (F[5], A[5], B[5]);
    XOR XOR6 (F[6], A[6], B[6]);
    XOR XOR7 (F[7], A[7], B[7]);
endmodule
module NOT8 (
    output wire [7:0] F,
    input wire [7:0] A
    );
   NOT NOT0 (F[0], A[0]);
   NOT NOT1 (F[1], A[1]);
   NOT NOT2 (F[2], A[2]);
   NOT NOT3 (F[3], A[3]);
   NOT NOT4 (F[4], A[4]);
   NOT NOT5 (F[5], A[5]);
   NOT NOT6 (F[6], A[6]);
   NOT NOT7 (F[7], A[7]);
endmodule
module HALFADDER(
    output wire Carry, Sum,
    input wire A, B
    );
    XOR XOR1 (Sum, A, B);
    AND AND1 (Carry, A, B);
endmodule
module FULLADDER(
    output wire Carry, Sum,
    input wire A, B, Cin
    );
    wire C1, S1, C2;
    HALFADDER HA1 (C1, S1, A, B);
    HALFADDER HA2 (C2, Sum, S1, Cin);
    OR OR1 (Carry, C1, C2);
endmodule
module RIPPLECARRY(
    output wire Carry,
    output wire [7:0] Sum,
    input wire [7:0] A, B, 
    input wire Cin
    );
    wire C0, C1, C2, C3, C4, C5, C6;
    FULLADDER FA0 (C0, Sum[0], A[0], B[0], Cin);
    FULLADDER FA1 (C1, Sum[1], A[1], B[1], C0);
    FULLADDER FA2 (C2, Sum[2], A[2], B[2], C1);
    FULLADDER FA3 (C3, Sum[3], A[3], B[3], C2);
    FULLADDER FA4 (C4, Sum[4], A[4], B[4], C3);
    FULLADDER FA5 (C5, Sum[5], A[5], B[5], C4);
    FULLADDER FA6 (C6, Sum[6], A[6], B[6], C5);
    FULLADDER FA7 (Carry, Sum[7], A[7], B[7], C6);
endmodule
module EQUAL_ZERO(
    output wire F,
    input wire [7:0] A
    );
    wire X1, X2, X3, X4;
    wire X5, X6;
    wire X7;
    OR or_gate01(X1, A[0],  A[1]);
    OR or_gate02(X2, A[2],  A[3]);
    OR or_gate03(X3, A[4],  A[5]);
    OR or_gate04(X4, A[6],  A[7]);
    OR or_gate09(X5,  X1, X2);
    OR or_gate10(X6, X3, X4);
    OR or_gate13(X7, X5, X6);
    NOT not_gate1(F, X7);
endmodule
module LESS_ZERO(
    output wire F,
    input wire [7:0] A
    );
    OR or_gate1(F, A[7], 1'b0);
endmodule
module OVERFLOW_ADD(
    output wire F,
    input wire A, B, R
    );
    wire nA, nB, nR;
    wire andAB, andnAB;
    wire aux1, aux2;
    NOT NOT0 (nA, A);
    NOT NOT1 (nB, B);
    NOT NOT2 (nR, R);
    AND AND0 (andAB, A, B);
    AND AND1 (andnAB, nA, nB);
    AND AND2 (aux1, andAB, nR);
    AND AND3 (aux2, andnAB, R);
    OR OR0 (F, aux1, aux2);
endmodule
module OVERFLOW_SUB(
    output wire F,
    input wire A, B, R
    );
    wire nA, nB, nR;
    wire andBR, andnBR;
    wire aux1, aux2;
    NOT NOT0 (nA, A);
    NOT NOT1 (nB, B);
    NOT NOT2 (nR, R);
    AND AND0 (andBR, B, R);
    AND AND1 (andnBR, nB, nR);
    AND AND2 (aux1, A, andnBR);
    AND AND3 (aux2, nA, andBR);
    OR OR0 (F, aux1, aux2);
endmodule
module MUX2_1(
    output wire [7:0] F,
    input wire S,
    input wire [7:0] A, B
    );
    wire nS;
    wire [7:0] wA, wB;
    NOT NOT0 (nS, S);
    AND AND0 (wA[0], A[0], nS);
    AND AND1 (wA[1], A[1], nS);
    AND AND2 (wA[2], A[2], nS);
    AND AND3 (wA[3], A[3], nS);
    AND AND4 (wA[4], A[4], nS);
    AND AND5 (wA[5], A[5], nS);
    AND AND6 (wA[6], A[6], nS);
    AND AND7 (wA[7], A[7], nS);
    AND AND8 (wB[0], B[0], S);
    AND AND9 (wB[1], B[1], S);
    AND AND10 (wB[2], B[2], S);
    AND AND11 (wB[3], B[3], S);
    AND AND12 (wB[4], B[4], S);
    AND AND13 (wB[5], B[5], S);
    AND AND14 (wB[6], B[6], S);
    AND AND15 (wB[7], B[7], S);
    OR8 OR0 (F, wA, wB);
endmodule
module MUX2_1_classic (
    output wire F,
    input wire S,
    input wire A, B
    );
    wire nS;
    wire wA, wB;
    NOT NOT0 (nS, S);
    AND AND0 (wA, A, nS);
    AND AND1 (wB, B, S);
    OR OR0 (F, wA, wB);
endmodule
module MUX4_1 (
    output wire [7:0] F,
    input wire [1:0] S,
    input wire [7:0] A, B, C, D
    );
    wire nS0, nS1;
    wire N0, N1, N2, N3;
    wire [7:0] M0, M1, M2, M3;
    wire [7:0] L0, L1;
    NOT NOT0 (nS0, S[0]);
    NOT NOT1 (nS1, S[1]);
    AND AND0 (N0, nS0, nS1);
    AND AND1 (N1, S[0], nS1);
    AND AND2 (N2, nS0, S[1]);
    AND AND3 (N3, S[0], S[1]);
    AND AND4 (M0[0], A[0], N0);
    AND AND5 (M0[1], A[1], N0);
    AND AND6 (M0[2], A[2], N0);
    AND AND7 (M0[3], A[3], N0);
    AND AND8 (M0[4], A[4], N0);
    AND AND9 (M0[5], A[5], N0);
    AND AND10 (M0[6], A[6], N0);
    AND AND11 (M0[7], A[7], N0);
    AND AND12 (M1[0], B[0], N1);
    AND AND13 (M1[1], B[1], N1);
    AND AND14 (M1[2], B[2], N1);
    AND AND15 (M1[3], B[3], N1);
    AND AND16 (M1[4], B[4], N1);
    AND AND17 (M1[5], B[5], N1);
    AND AND18 (M1[6], B[6], N1);
    AND AND19 (M1[7], B[7], N1);
    AND AND20 (M2[0], C[0], N2);
    AND AND21 (M2[1], C[1], N2);
    AND AND22 (M2[2], C[2], N2);
    AND AND23 (M2[3], C[3], N2);
    AND AND24 (M2[4], C[4], N2);
    AND AND25 (M2[5], C[5], N2);
    AND AND26 (M2[6], C[6], N2);
    AND AND27 (M2[7], C[7], N2);
    AND AND28 (M3[0], D[0], N3);
    AND AND29 (M3[1], D[1], N3);
    AND AND30 (M3[2], D[2], N3);
    AND AND31 (M3[3], D[3], N3);
    AND AND32 (M3[4], D[4], N3);
    AND AND33 (M3[5], D[5], N3);
    AND AND34 (M3[6], D[6], N3);
    AND AND35 (M3[7], D[7], N3);
    OR8 OR1 (L0, M0, M1);
    OR8 OR2 (L1, M2, M3);
    OR8 OR3 (F, L0, L1);
endmodule
module MUX4_1_classic (
    output wire F,
    input wire [1:0] S,
    input wire A, B, C, D
    );
    wire nS0, nS1;
    wire N0, N1, N2, N3;
    wire M0, M1, M2, M3;
    wire L0, L1;
    NOT NOT0 (nS0, S[0]);
    NOT NOT1 (nS1, S[1]);
    AND AND0 (N0, nS0, nS1);
    AND AND1 (N1, S[0], nS1);
    AND AND2 (N2, nS0, S[1]);
    AND AND3 (N3, S[0], S[1]);
    AND AND4 (M0, A, N0);
    AND AND5 (M1, B, N1);
    AND AND6 (M2, C, N2);
    AND AND7 (M3, D, N3);
    OR OR0 (L0, M0, M1);
    OR OR1 (L1, M2, M3);
    OR OR2 (F, L0, L1);
endmodule
module AU(
    output wire Carry,
    output wire [7:0] Result,
    input wire [7:0] A, B,
    input wire [1:0] Control
    );
    wire [7:0] Sum, Increment, Subtraction, Decrement;
    wire sumCarry, incCarry, subCarry, nsubCarry, ndecCarry, decCarry;
    wire [7:0] nB;
    NOT8 NOT0 (nB, B);
    NOT NOT1 (nsubCarry, subCarry);
    NOT NOT2 (ndecCarry, decCarry);
    RIPPLECARRY RC0 (sumCarry, Sum, A, B, 1'b0);
    RIPPLECARRY RC1 (incCarry, Increment, A, 8'b00000001, 1'b0);
    RIPPLECARRY RC2 (subCarry, Subtraction, A, nB, 1'b1);
    RIPPLECARRY RC3 (decCarry, Decrement, A, 8'b11111111, 1'b0);
    MUX4_1 MUX0 (Result, Control, Sum, Increment, Subtraction, Decrement);
    MUX4_1_classic MUX1 (Carry, Control, sumCarry, incCarry, nsubCarry, ndecCarry);
endmodule
module LU(
    output wire [7:0] F,
    input wire [7:0] A, B,
    input wire [1:0] Control
    );
    wire [7:0] And, Or, Xor, Not;
    AND8 AND0 (And, A, B);
    OR8 OR0 (Or, A, B);
    XOR8 XOR0 (Xor, A, B);
    NOT8 NOT0 (Not, A);
    MUX4_1 MUX0 (F, Control, And, Or, Xor, Not);
endmodule
module ALU(
    output wire [7:0] Result,
	output wire [3:0] NZVC,  
	input wire [7:0] A, B,
	input wire [2:0] ALU_Sel
    );
    wire [7:0] auResult, luResult;
    wire [3:0] auNZVC, luNZVC;
    wire ovAdd, ovSub;
    AU AU1 (auNZVC[0], auResult, A, B, {ALU_Sel[1], ALU_Sel[0]});
    LU LU1 (luResult, A, B, {ALU_Sel[1], ALU_Sel[0]});
    AND AND0 (luNZVC[0], luResult[0], 1'b0);
    AND AND1 (luNZVC[1], luResult[0], 1'b0);
    EQUAL_ZERO EQ1 (auNZVC[2], auResult);
    EQUAL_ZERO EQ2 (luNZVC[2], luResult);
    LESS_ZERO LZ1 (auNZVC[3], auResult);
    LESS_ZERO LZ2 (luNZVC[3], luResult);
    OVERFLOW_ADD OVADD (ovAdd, A[7], B[7], auResult[7]);
    OVERFLOW_SUB OVSUB (ovSub, A[7], B[7], auResult[7]);
    MUX2_1_classic MUX1 (auNZVC[1], ALU_Sel[1], ovAdd, ovSub);
    MUX2_1 MUX2 (NZVC, ALU_Sel[2], auNZVC, luNZVC);
    MUX2_1 MUX3 (Result, ALU_Sel[2], auResult, luResult);
endmodule
module dlatch (output reg Q,Qn, 
               input wire C,D);
  always @ (C or D)
  	begin
  		if (C==1'b1)
  			begin
  				Q <= D;
  				Qn <= ~D;
  	    	end
  	end
endmodule
module dflipflop (output reg Q,Qn, 
                  input wire clk, res, EN, D);
  always @ (posedge clk or negedge res or negedge EN)
  	begin
	  	if (!res)
  			begin
  				Q <= 1'b0;
  				Qn <= 1'b1;
  			end
  		else if (!EN)
  			begin
  				Q <= 1'b1;
  				Qn <= 1'b0;
  			end
  		else
  			begin
  				Q <= D;
  				Qn <= ~D;
  			end
    end
endmodule
module reg8a (
    output wire [7:0] Reg_Out,
    input wire clk, res, EN,
    input wire [7:0] Reg_In
    );
    wire [7:0] nQ;
    wire [7:0] Mux_Out;
    MUX2_1 mux0 (Mux_Out, EN, Reg_Out, Reg_In);
    dflipflop dff0 (Reg_Out[0], nQ[1], clk, res, 1'b1, Mux_Out[0]);
    dflipflop dff1 (Reg_Out[1], nQ[0], clk, res, 1'b1, Mux_Out[1]);
    dflipflop dff2 (Reg_Out[2], nQ[3], clk, res, 1'b1, Mux_Out[2]);
    dflipflop dff3 (Reg_Out[3], nQ[2], clk, res, 1'b1, Mux_Out[3]);
    dflipflop dff4 (Reg_Out[4], nQ[5], clk, res, 1'b1, Mux_Out[4]);
    dflipflop dff5 (Reg_Out[5], nQ[4], clk, res, 1'b1, Mux_Out[5]);
    dflipflop dff6 (Reg_Out[6], nQ[7], clk, res, 1'b1, Mux_Out[6]);
    dflipflop dff7 (Reg_Out[7], nQ[6], clk, res, 1'b1, Mux_Out[7]);
endmodule
module count8a (
    output wire [7:0] CNT, 
    input wire clk, res, EN, load,
    input wire [7:0] CNT_In
    );
    wire [7:0] Mux_Out ;
    wire [7:0] Inc_Out;
    wire Cout;
    RIPPLECARRY adder0 (Cout, Inc_Out, CNT, 8'b00000001, 1'b0);
    MUX2_1 mux0 (Mux_Out, load, Inc_Out, CNT_In);
    reg8a reg0 (CNT, clk, res, EN, Mux_Out);
endmodule
==> qor.log <==
[placed_design] gpl congestion 0.831
[yosys] yosys stat area 1560 um^2
[sta] transition time at the pin with the least slew margin 0.743 ns
[placed_design] buffers added on ports 31
[grt] via count of the first global-routing pass 1,228
[sta] count of endpoints failing hold in the final timing report 0
[grt] initial antenna violation count 0
[critical_path] critical path startpoint category input port
[sta] upper clock frequency limit 137 MHz
[power] leakage power of the design 0.933 nW
[power] VDD IR-drop max 0.0105 mV
[routing] met1 wire length 1710 um
[routing] via-per-instance ratio 3.96
[yosys] cell total in the yosys stat output 173
[placed_design] DP Cell Count 297
[critical_path] required time of the worst setup path 6.00 ns
[yosys] share of Yosys cell area claimed by the top area cell type 0.249
[yosys] cell area after synthesis 1560 um^2
[hold_path] path type of the worst min-delay path input port to output port
[run] Max-Cap Viols 0
[grt] wire length of the first global-routing pass 6040 um
[routing] aggregate routed wire length 3580 um
[yosys] Syn Inst Count 173
[layout] area used by sequential logic in the layout 0 um^2
[critical_path] Worst setup EP type output port
[sta] post-layout period usage 0.976
[yosys] sequential cell area fraction in the yosys report 0
[routing] 1st-iter DRT viols 18
[grt] pin count of the biggest net entering global routing 25
[routing] Routed WL per cell 12.0 um
[placed_design] pre-CTS WS -0.490 ns
[floorplanning] chip width 109 um
[yosys] list of most frequent post-synthesis cells 33 x sky130_fd_sc_hd__inv_1, 31 x sky130_fd_sc_hd__ha_1, 14 x sky130_fd_sc_hd__fa_1
[floorplanning] initial core utilization 0.201
[yosys] Ys Warns 3
[layout] P&R area growth vs syn 28.2%
[run] number of warning messages in the logs 42
[grt] global-route usage over all layers 0.0621
[routing] total vias in the final route 1,181
[floorplanning] Row Count 32
[sta] setup slack of the critical path after layout 0.178 ns
[yosys] Distinct cells, synth 31
[routing] Antenna Nets Post-Route 0
[floorplanning] DIE HEIGHT 109 um
[routing] length of routed met3 wiring 298 um
[layout] layout filler cell count 812
[placed_design] post-DP HPWL 3130 um
[routing] highest signal layer in the routed design met3
[sta] Final Setup Violations 0
[critical_path] Crit Path Max Fanout 3
[sta] shortest clock period the worst path allows after layout 7.32 ns
[layout] share of layout cells above drive strength 1 0.199
[yosys] synthesized area per cell 8.99 um^2
[critical_path] critical path arrival 5.82 ns
[power] PwrDens 58.8 nW/um^2
[sta] Max Slew Vio Count 0
[grt] global route overflow 0
[routing] Detail Route met2 WL 1570 um
[critical_path] Setup CP Type input port to output port
[floorplanning] io pins 31
[routing] diode count 0
[routing] drt drc 0
[sta] setup repair after global routing missed its margin no
[yosys] dominant cell by count in the synthesized netlist sky130_fd_sc_hd__inv_1
[status] result of the run finished, final reports clean
[yosys] post-synth top area cell sky130_fd_sc_hd__ha_1
[yosys] dominant cells by area after synthesis sky130_fd_sc_hd__ha_1 25%, sky130_fd_sc_hd__fa_1 18%, sky130_fd_sc_hd__mux4_1 8.4%
[layout] clock tree buffer count of the final layout 0
[layout] tally of non-filler cells in the final layout 298
[layout] Combinational Area 1340 um^2
[floorplanning] core box area 7730 um^2
[floorplanning] area of the die 11,900 um^2
[routing] first-pass iteration count of the detailed router 4
[layout] post-layout utilization of the core 0.258
[layout] sequential cell count 0
[sta] headroom to the max-slew limit 0.503
-- layout by cell type (no fill, tap or decap), types with 2 or more instances in the layout --
cell	count
sky130_fd_sc_hd__nand2b_1	3
sky130_fd_sc_hd__inv_2	4
sky130_fd_sc_hd__clkdlybuf4s50_1	27
sky130_fd_sc_hd__a21oi_1	8
sky130_fd_sc_hd__nor2b_1	3
sky130_fd_sc_hd__fa_1	2
sky130_fd_sc_hd__inv_1	29
sky130_fd_sc_hd__mux4_1	5
sky130_fd_sc_hd__nand2_1	7
sky130_fd_sc_hd__a211oi_1	4
sky130_fd_sc_hd__fa_2	12
sky130_fd_sc_hd__dlygate4sd2_1	4
sky130_fd_sc_hd__mux4_2	3
sky130_fd_sc_hd__buf_4	11
sky130_fd_sc_hd__o21ai_0	7
sky130_fd_sc_hd__mux2i_1	6
sky130_fd_sc_hd__nor2_1	12
sky130_fd_sc_hd__ha_1	30
-- per-stage QoR --
stage | total power, mW | setup TNS [ns] | cell area (um^2) | hold WS [ns]
finish | 0.117 | 0 | 1990 | 4.00
global route | 0.135 | 0 | 1990 | 4.07
CTS | 0.120 | 0 | 1990 | 4.01
detailed placement | 0.112 | -1.82 | 1920 | 4.18
global placement | 0.112 | -1.60 | 1920 | 4.18
floorplan | 0.0744 | 0 | 1560 | 3.22
-- report_power, final --
part           leakage [nW]  switching [mW]  internal (mW)
registers                 0               0              0
clock network             0               0              0
logic                 0.933          0.0530         0.0643
-- cell type report --
class,instances,area share
Multi-Input combinational cell,120,0.674
Inverter,33,0.0621
Tap cell,102,0.0640
Timing Repair Buffer,43,0.200
-- worst paths after layout --
| kind | from | end | depth (start not counted) | slack, ns |
|---|---|---|---|---|
| hold / removal | B[7] | NZVC[1] | 4 | 4.00 |
| setup / recovery | A[0] | NZVC[3] | 17 | 0.18 |
-- cells by family after synthesis --
| group | after synthesis | synth area share |
|---|---|---|
| AND-OR/OR-AND | 25 | 0.102 |
| adder cells (fa/ha/maj) | 45 | 0.430 |
| buffers and inverters | 53 | 0.177 |
| multiplexers | 16 | 0.181 |
| AND/OR/NAND/NOR | 34 | 0.110 |
-- per-layer routing --
metal / track usage / up-vias
li1: - / 619
met1: 0.0863 / 536
met2: 0.0981 / 26
met3: 0.0209 / 0
met4: 0 / 0
met5: 0 / -
-- timing repair --
item,CTS,global route
hold buffers,0,0
buffers inserted,1,0
pin swaps,9,5
endpoints found under the setup margin,4,4
gates resized,24,4
-- critical path, stage by stage --
cell and delay (ns):
sky130_fd_sc_hd__dlygate4sd2_1 0.25, sky130_fd_sc_hd__buf_6 0.12, sky130_fd_sc_hd__inv_2 0.05, sky130_fd_sc_hd__ha_2 0.16, sky130_fd_sc_hd__inv_2 0.04, sky130_fd_sc_hd__fa_2 0.38
sky130_fd_sc_hd__fa_2 0.35, sky130_fd_sc_hd__fa_2 0.35, sky130_fd_sc_hd__fa_2 0.35, sky130_fd_sc_hd__fa_2 0.36, sky130_fd_sc_hd__fa_2 0.35, sky130_fd_sc_hd__inv_2 0.06
sky130_fd_sc_hd__fa_1 0.40, sky130_fd_sc_hd__mux2_4 0.30, sky130_fd_sc_hd__a31oi_4 0.16, sky130_fd_sc_hd__nor2b_4 0.16, sky130_fd_sc_hd__clkdlybuf4s50_1 0.47
Power and IR drop assume default switching activity.
